===== flow/constraint.sdc =====
current_design reciprocal_rom

set clk_period 3.0
set clk_io_pct 0.2

create_clock -name clk0 -period $clk_period

set non_clock_inputs [all_inputs -no_clocks]
set_input_delay [expr $clk_period * $clk_io_pct] -clock clk0 $non_clock_inputs
set_output_delay [expr $clk_period * $clk_io_pct] -clock clk0 [all_outputs]

===== flow/config.mk =====
export PLATFORM = sky130hd
export DESIGN_NAME = reciprocal_rom
export DESIGN_NICKNAME = reciprocal_rom
export VERILOG_FILES = /design/flow/design.v
export SDC_FILE = /design/flow/constraint.sdc
export NUM_CORES = 4
export LEC_CHECK = 1
export CORE_AREA = 10 10 70 70
export DIE_AREA = 0 0 80 80

===== flow/run.sh =====
#!/bin/bash
# OpenROAD 26Q1-2900-gdf79404cd8, Yosys 0.63+post, stock flow scripts
make -C /OpenROAD-flow-scripts/flow DESIGN_CONFIG=/design/flow/config.mk WORK_HOME=/design/flow/orfs finish

===== flow/design.v =====
module reciprocal_rom(
    input [5:0] significand,
    output logic[5:0] reciprocal_estimate);
    always_comb
    begin
        case (significand)
            6'h0: reciprocal_estimate = 6'h0;
            6'h1: reciprocal_estimate = 6'h3e;
            6'h2: reciprocal_estimate = 6'h3c;
            6'h3: reciprocal_estimate = 6'h3a;
            6'h4: reciprocal_estimate = 6'h38;
            6'h5: reciprocal_estimate = 6'h36;
            6'h6: reciprocal_estimate = 6'h35;
            6'h7: reciprocal_estimate = 6'h33;
            6'h8: reciprocal_estimate = 6'h31;
            6'h9: reciprocal_estimate = 6'h30;
            6'ha: reciprocal_estimate = 6'h2e;
            6'hb: reciprocal_estimate = 6'h2d;
            6'hc: reciprocal_estimate = 6'h2b;
            6'hd: reciprocal_estimate = 6'h2a;
            6'he: reciprocal_estimate = 6'h29;
            6'hf: reciprocal_estimate = 6'h27;
            6'h10: reciprocal_estimate = 6'h26;
            6'h11: reciprocal_estimate = 6'h25;
            6'h12: reciprocal_estimate = 6'h23;
            6'h13: reciprocal_estimate = 6'h22;
            6'h14: reciprocal_estimate = 6'h21;
            6'h15: reciprocal_estimate = 6'h20;
            6'h16: reciprocal_estimate = 6'h1f;
            6'h17: reciprocal_estimate = 6'h1e;
            6'h18: reciprocal_estimate = 6'h1d;
            6'h19: reciprocal_estimate = 6'h1c;
            6'h1a: reciprocal_estimate = 6'h1b;
            6'h1b: reciprocal_estimate = 6'h1a;
            6'h1c: reciprocal_estimate = 6'h19;
            6'h1d: reciprocal_estimate = 6'h18;
            6'h1e: reciprocal_estimate = 6'h17;
            6'h1f: reciprocal_estimate = 6'h16;
            6'h20: reciprocal_estimate = 6'h15;
            6'h21: reciprocal_estimate = 6'h14;
            6'h22: reciprocal_estimate = 6'h13;
            6'h23: reciprocal_estimate = 6'h12;
            6'h24: reciprocal_estimate = 6'h11;
            6'h25: reciprocal_estimate = 6'h11;
            6'h26: reciprocal_estimate = 6'h10;
            6'h27: reciprocal_estimate = 6'hf;
            6'h28: reciprocal_estimate = 6'he;
            6'h29: reciprocal_estimate = 6'he;
            6'h2a: reciprocal_estimate = 6'hd;
            6'h2b: reciprocal_estimate = 6'hc;
            6'h2c: reciprocal_estimate = 6'hb;
            6'h2d: reciprocal_estimate = 6'hb;
            6'h2e: reciprocal_estimate = 6'ha;
            6'h2f: reciprocal_estimate = 6'h9;
            6'h30: reciprocal_estimate = 6'h9;
            6'h31: reciprocal_estimate = 6'h8;
            6'h32: reciprocal_estimate = 6'h7;
            6'h33: reciprocal_estimate = 6'h7;
            6'h34: reciprocal_estimate = 6'h6;
            6'h35: reciprocal_estimate = 6'h6;
            6'h36: reciprocal_estimate = 6'h5;
            6'h37: reciprocal_estimate = 6'h4;
            6'h38: reciprocal_estimate = 6'h4;
            6'h39: reciprocal_estimate = 6'h3;
            6'h3a: reciprocal_estimate = 6'h3;
            6'h3b: reciprocal_estimate = 6'h2;
            6'h3c: reciprocal_estimate = 6'h2;
            6'h3d: reciprocal_estimate = 6'h1;
            6'h3e: reciprocal_estimate = 6'h1;
            6'h3f: reciprocal_estimate = 6'h0;
            default: reciprocal_estimate = 6'h0;
        endcase
    end
endmodule

==> flow_metrics.tcl <==
# yosys + openroad results
set metrics [dict create \
    area_growth_pct 56.2 \
    drt_iter0_markers 38 \
    worst_path_max_delay_cell "mux4_2" \
    yosysTopAreaCellShare_pct 23.7 \
    cp-start-kind "input port" \
    drtPass1Iterations 3 \
    gr-usage-all-layers_pct 4.76 \
    grt_pass1_vias 590 \
    tightestPinTransition_ns 0.413 \
    crit_type "input port to primary output" \
    grt_setup_unrepaired "false" \
    dieArea_um2 6400 \
    finalWorstSetupSlack_ns 0.0884 \
    cp_num_buf_inv 3 \
    power_density_nw_per_um2 136 \
    grt_pass1_wl_mm 2.62 \
    mostFrequentLayoutCell "buf_4" \
    ys_chip_area_um2 581 \
    path_cells "buf_2, inv_2, ha_1, o21a_1, mux4_2, mux2_2, clkdlybuf4s50_1" \
    yosys.area_share.aoi_pct 33.4 \
    rows 21 \
    num_vias 649 \
    xor_share_pct 0 \
    openroad.warnings 41 \
    yosys.area_share.simple_pct 17.7 \
    mux_share_pct 14.9 \
    yosysUniqueCellTypes 32 \
    synth_cells 78 \
    worstHoldPathType "input port to primary output" \
    synth_area_um2 581 \
    cp-end-kind "primary output" \
    avgSynthCellArea_um2 7.44 \
    final_max_slew_viol_count 0 \
    yosys_warnings 1 \
    hold_path_depth 6 \
    critPathTopFamily "multiplexers" \
    cp_num_cells 7 \
    clock_buffers 0 \
    io_buffers 12 \
    min_from "significand[3]" \
    p_sw_mw 0.0523 \
    core_um2 3420 \
    worst-path-max-fanout 5 \
    p_int_mw 0.0712 \
    layout_top_cells "21 x buf_4, 10 x ha_1, 8 x o21ai_0, 7 x a21oi_1, 7 x clkdlybuf4s50_1" \
    outcome "completed" \
    power_frac_comb_pct 100.0 \
    finalCritPeriodShare_pct 97.1 \
    synthAdderAreaFrac_pct 23.7 \
    finalSetupViolCount 0 \
    cp.arrival_ns 2.31 \
    fp_util_pct 17.0 \
    cp.required_ns 2.40 \
    maxCapViolCount 0 \
    gp_congestion 0.895 \
    swShare_pct 42.3 \
    cpPeakStageDelay_ns 0.45 \
    ant_nets 0 \
    synth.yosys.seq_area_share_pct 0 \
    wl_mm 1.67 \
    grt.overflow.total 0 \
    routed_via_density 4.30 \
    drc 0 \
    die_h_um 80 \
    relSlewSlack_pct 72.4 \
    yosysTopAreaCell "ha_1" \
    die_x_um 80 \
    clkPwrFrac_pct 0 \
    period_minus_slack_ns 2.91 \
    flops 0 \
    post-place-ws_ns -0.420 \
    register_area_um2 0 \
    grt_max_degree 13 \
    drive_above_1_share_pct 37.1 \
    hold_buffers 0 \
    finish.utilization_pct 26.6 \
    fill_cells 368 \
    seqPwrFrac_pct 0 \
    synthTopCellsByArea "ha_1 24%, o21ai_0 6.9%, a21oi_1 6.0%" \
    leakage_nw 0.410 \
    routedWlPerCell_um 11.1 \
    antenna_found_initial 0 \
    ir_worst_vdd_mv 0.0438 \
    final_hold_viol_count 0 \
    ys_cells 78 \
    top_logic_kind "AND-OR/OR-AND gates" \
    dp_hpwl_mm 1.34 \
    num_io_pins 12 \
    min_to "reciprocal_estimate[5]" \
    antenna_cells 0 \
    fmax_mhz 343 \
]
==> layout make-up <==
class,count,area (um^2),area share [%]
repair buffers,35,297,32.7
well taps,46,57.6,6.34
multi-input cells,65,532,58.6
inverters,5,21.3,2.34
==> cells by family (layout without fill, tap and decap cells) <==
logic type	count (synthesis)	count (layout)
adder cells (fa/ha/maj)	11	11
AND/OR/NAND/NOR	18	18
AND-OR/OR-AND	29	29
buffers and inverters	13	40
multiplexers	7	7
==> stage by stage <==
stage	setup TNS, ns	hold WS, ns	power, mW	cells	area (um^2)
finish	0	2.16	0.123	151	907
CTS	0	2.15	0.120	150	885
floorplan	0	1.44	0.0603	78	581
global route	0	2.26	0.136	151	907
detailed placement	-1.51	2.41	0.119	149	877
global placement	-1.43	2.41	0.118	149	877
==> tightest hold or removal path: cells and delay by family <==
| family | cells | cell delay (ns) |
|---|---|---|
| buf+inv | 3 | 0.77 |
| compound gates | 2 | 0.15 |
| simple gates | 1 | 0.04 |
==> power by group through the flow <==
stage	sequential, mW	combinational, mW	clock, mW
after CTS	0	0.120	0
after global routing	0	0.136	0
final	0	0.123	0
==> per-layer routing <==
layer	share of wire (%)	vias to the layer above	track usage (%)
met2	38	9	6.98
li1	-	342	-
met1	57	298	7.28
met3	4.7	0	0.909
met4	0	0	0.176
met5	0	-	0
==> how the worst max path moves through the flow <==
stage,startpoint,to,slack [ns]
4_1_cts,significand[1],reciprocal_estimate[3],0.005
5_1_grt,significand[2],reciprocal_estimate[2],0.01
6_report,significand[0],reciprocal_estimate[3],0.09
==> what timing repair did <==
action	in CTS	in global routing
hold endpoints to repair	0	0
cloned	0	0
setup buffers	1	1
pin swaps	0	2
gates resized	12	9
endpoints found under the setup margin	5	5
==> cell usage after synthesis, drive strengths merged (2+ instances only) <==
cell type	number
a21oi	7
inv	5
nor2b	5
mux2	3
ha	11
nand2	5
o311ai	2
clkbuf	6
mux2i	3
o21ai	8
nor2	3
buf	2
a211oi	3
Power is estimated from default activity; no workload was simulated.
