**run.sh**
```bash
#!/bin/bash
# OpenROAD 26Q1-2900-gdf79404cd8, Yosys 0.63+post, stock flow scripts
make -C /OpenROAD-flow-scripts/flow DESIGN_CONFIG=/design/flow/config.mk WORK_HOME=/design/flow/orfs finish
```
**constraint.sdc**
```tcl
current_design approx_adder

set clk_period 29.7
set clk_io_pct 0.2

create_clock -name clk0 -period $clk_period

set non_clock_inputs [all_inputs -no_clocks]
set_input_delay [expr $clk_period * $clk_io_pct] -clock clk0 $non_clock_inputs
set_output_delay [expr $clk_period * $clk_io_pct] -clock clk0 [all_outputs]
```
**design.v**
```verilog
module full_adder
	(input logic a,
	input logic b,
	input logic cin,
	output logic s,
	output logic cout
);
assign s = cin ^ a ^ b;
assign cout = a & b | b & cin | a & cin;
endmodule
module approx_full_adder
	(input logic a,
	input logic b,
	input logic cin,
	output logic s,
	output logic cout
);
assign s = a | b;
assign cout = '0;
endmodule
module approx_adder
	#(parameter APPROX_LV = 0)
	(
		input logic [31:0] a,
		input logic [31:0] b,
		output logic [31:0] sum,
		output logic		c
	);
	logic [31:0] sumt;
	logic [32:0] carries;
	assign carries[0] = '0;
	assign sum = sumt;
	assign c = carries[32];
	genvar i;
	generate 
		for (i = 0; i < APPROX_LV; i = i+1) begin
			approx_full_adder appx(
				.a(a[i]),
				.b(b[i]),
				.cin(carries[i]),
				.s(sumt[i]),
				.cout(carries[i+1]));
		end
		for (i = APPROX_LV; i < 32; i = i+1) begin
			full_adder fadd(
				.a(a[i]),
				.b(b[i]),
				.cin(carries[i]),
				.s(sumt[i]),
				.cout(carries[i+1]));
		end
	endgenerate
endmodule
```
**config.mk**
```make
export PLATFORM = sky130hd
export DESIGN_NAME = approx_adder
export DESIGN_NICKNAME = approx_adder
export VERILOG_FILES = /design/flow/design.v
export SDC_FILE = /design/flow/constraint.sdc
export NUM_CORES = 4
export LEC_CHECK = 1
export CORE_AREA = 10 10 107 107
export DIE_AREA = 0 0 117 117
```
==> flow_metrics.py <==
# Metrics from the implementation run
metrics = {
    "layout": {
        "nClkBuffers": 0,
        "drive_gt1_share_pct": 0,
        "ff_count": 0,
        "layoutNonFillerInstCount": 245,
        "stdcell_area_mm2": 0.00176,
        "seqCellArea_um2": 0,
        "final_util_pct": 19.2,
        "nFillCells": 1010,
        "syn_to_final_growth_pct": 97.5,
    },
    "power": {
        "leakagePower_nw": 0.642,
        "ir_drop_uv": 7.59,
        "totalPowerFinal_mw": 0.0353,
        "power_density_mw_per_mm2": 20.0,
    },
    "run_status": {
        "status": "finished clean",
    },
    "global_route": {
        "overflow": 0,
        "grt_pass1_vias": 910,
        "grt_max_degree": 2,
        "grtUsageTotal_pct": 4.44,
        "antenna_found_initial": 0,
        "grt_pass1_wl_mm": 4.83,
    },
    "die": {
        "die_h_um": 117,
        "ios": 97,
        "rows": 35,
        "dieArea_mm2": 0.0137,
        "core_area_mm2": 0.00920,
        "die_x_um": 117,
        "core_util_floorplan_pct": 9.70,
    },
    "critical_path": {
        "critPathArrivalTime_ns": 19.39,
        "end_kind": "output pin",
        "path_class": "in -> out",
        "cp_max_fo": 1,
        "slowest_stage": "clkdlybuf4s50_1",
        "critPathLaunchType": "input pin",
        "crit_top_cell": "fa_1",
        "crit_required_ns": 23.76,
        "cp_slowest_stage_delay_ns": 0.48,
    },
    "synth": {
        "syn_area_per_cell_um2": 12.9,
        "ys_cells": 69,
        "ys_seq_share_pct": 0,
        "synth_cell_types": 4,
        "top_area_share_pct": 69.6,
        "yosysTopAreaCell": "fa_1",
        "netlist_area_um2": 892,
        "ys_warn_count": 0,
        "syn_inst": 69,
        "synth-area-yosys_um2": 892,
        "yosys-top-cells-area": "fa_1 (70%), buf_4 (27%), inv_1 (2.1%), ha_1 (1.4%)",
    },
    "sta": {
        "timing_hold_violations_final": 0,
        "fmax_mhz": 39.5,
        "finalCriticalPeriod_ns": 25.33,
        "setup-tns-final_ns": 0,
        "report.final.slew_viol_count": 0,
        "fin_crit_sh_pct": 85.3,
        "maxSlewHeadroom_pct": 92.0,
        "worst_pin_slew_ns": 0.119,
        "setup_viol": 0,
        "rsz0062_at_grt": "no",
    },
    "route": {
        "antenna_left": 0,
        "antennaDiodeCount": 0,
        "avgRoutedWirePerCell_um": 12.4,
        "routed_via_density": 2.89,
        "vias": 707,
        "drt-initial-drc-count": 5,
        "first_pass_iters": 2,
        "drc": 0,
        "wl_mm": 3.03,
    },
    "clocking": {
        "post_cts_buffers": 0,
        "ctsResizeCount": 0,
        "holdBufCountCts": 0,
    },
    "job": {
        "openroad.warnings": 32,
        "drv_cap": 0,
    },
    "worst_hold_path": {
        "hold_path_class": "in -> out",
    },
    "place": {
        "port-buffer-count": 97,
        "dp.cells": 245,
        "finalWeightedCongestion": 0.723,
        "place_area_mm2": 0.00176,
    },
}
==> layout by cell type, fill, tap and decap left out <==
master           Yosys  routed
fa_1                31      31
ha_1                 1       1
clkdlybuf4s50_1      0      97
inv_1                5       5
==> power by group <==
part	internal [mW]	switching, mW	total (mW)
combinational	0.0262	0.00912	0.0353
sequential	0	0	0
clock	0	0	0
==> cell families (layout without fill, tap and decap cells) <==
| family | after synthesis | after routing | synth area share [%] |
|---|---|---|---|
| buffers and inverters | 37 | 102 | 29.0 |
| adder cells (fa/ha/maj) | 32 | 32 | 71.0 |
==> path summary, 6_finish.rpt <==
check  endpoint  cells past startpoint  slack (ns)  start
min      sum[0]                      3       12.92   b[0]
max     sum[31]                     36        4.37   a[0]
==> cell usage after synthesis <==
library cell,number
buf_4,32
fa_1,31
inv_1,5
ha_1,1
==> per-layer routing <==
layer / global-route usage, % / up-vias / part of all wire (%)
li1: - / 301 / -
met1: 4.70 / 315 / 34
met2: 7.05 / 91 / 37
met3: 3.82 / 0 / 29
met4: 0 / 0 / 0
met5: 0 / - / 0
==> metrics by stage <==
step | setup slack [ns] | hold WS (ns)
finish | 4.37 | 12.92
global route | 3.90 | 12.94
CTS | 4.26 | 12.93
detailed placement | 4.28 | 12.93
global placement | 4.32 | 12.93
floorplan | 5.68 | 12.05
==> worst max-delay path, delay by kind of cell <==
| kind | cells | cell delay, ns |
|---|---|---|
| adder cells (fa/ha/maj) | 32 | 12.44 |
| buffers and inverters | 4 | 1.03 |
==> cell type report <==
class / instances / area, um^2 / area share (%)
Tap cell: 111 / 139 / 7.88
Timing Repair Buffer: 97 / 971 / 55.1
Inverter: 5 / 18.8 / 1.07
Multi-Input combinational cell: 32 / 633 / 35.9
No activity file was given, so power comes from the tool's default toggle rates.
